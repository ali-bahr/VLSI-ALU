===== /design/flow/run.sh =====
#!/bin/bash
# OpenROAD 26Q1-2900-gdf79404cd8, Yosys 0.63+post, stock flow scripts
make -C /OpenROAD-flow-scripts/flow DESIGN_CONFIG=/design/flow/config.mk WORK_HOME=/design/flow/orfs finish

===== /design/flow/config.mk =====
export PLATFORM = sky130hd
export DESIGN_NAME = BoothMulti
export DESIGN_NICKNAME = BoothMulti
export VERILOG_FILES = /design/flow/design.v
export SDC_FILE = /design/flow/constraint.sdc
export NUM_CORES = 4
export LEC_CHECK = 1
export CORE_UTILIZATION = 30

===== /design/flow/constraint.sdc =====
current_design BoothMulti

set clk_period 95.8
set clk_io_pct 0.2

create_clock -name clk0 -period $clk_period

set non_clock_inputs [all_inputs -no_clocks]
set_input_delay [expr $clk_period * $clk_io_pct] -clock clk0 $non_clock_inputs
set_output_delay [expr $clk_period * $clk_io_pct] -clock clk0 [all_outputs]

===== /design/flow/design.v =====
module Adder (
    input  [31:0] A,
    input  [31:0] B,
    output  [31:0] Result
);
    assign Result = A + B;
endmodule
module Subtractor (
    input   [31:0] A,
    input   [31:0] B,
    output  [31:0] Result
);
    assign Result = A - B;
endmodule
module Level(
    input   [31:0]A,Q,M,
    input  Q_minus_one,
    output  [31:0] A_next,Q_next,
    output  Q_minus_one_next
    );
	wire  [31:0]add_A_M,sub_A_M;
    wire  [31:0]new_A;
    Adder add(A,M,add_A_M);
    Subtractor sub(A,M,sub_A_M);
    assign new_A = (Q[0] == 0 && Q_minus_one == 1) ? add_A_M :
                (Q[0] == 1 && Q_minus_one == 0) ? sub_A_M : A;
    assign Q_minus_one_next = Q[0];
    assign Q_next = {new_A[0], Q[31:1]};
    assign A_next = {new_A[31], new_A[31:1]};  
endmodule 
module BoothMulti(
    input   [31:0]A,B,
    output  [63:0] Result
);
    wire  [31:0] Q_wire [32:0];
    wire  [31:0] A_wire [32:0];
    wire Q_minus_one_wire [32:0];
    wire signA, signB;
    wire [31:0] absA, absB;
    wire [63:0] unsignedProduct;
    wire resultSign;
    wire [63:0] negProduct,shifted_product;
    assign signA = A[31];
    assign signB = B[31];
    assign resultSign = signA ^ signB;
    assign absA = (signA) ? (~A + 1) : A;
    assign absB = (signB) ? (~B + 1) : B;
    assign A_wire[0] = 32'b00000000000000000000000000000000;
    assign Q_wire[0] = absA;
    assign Q_minus_one_wire[0] = 1'b0;
    genvar looper;
    generate
        for (looper = 0; looper < 32; looper = looper + 1) begin: main_loop
            Level l(A_wire[looper],Q_wire[looper],absB,Q_minus_one_wire[looper],
            A_wire[looper+1],Q_wire[looper+1],Q_minus_one_wire[looper+1]);
        end
    endgenerate
    assign shifted_product = {A_wire[31], Q_wire[31]};
    assign unsignedProduct = shifted_product >> 1;
    assign negProduct = ~unsignedProduct + 1;
    assign Result = (resultSign) ? negProduct : unsignedProduct;
endmodule

==> metrics.cfg <==
[setup_path]
cpMostUsedCell = buf_4
crit_fanout = 9
path_buffers = 59
crit_family = AND-OR/OR-AND gates
critPathRequiredTime_ns = 76.64
start_kind = input pin
cp-end-kind = output pin
cp_slowest_cell = or4_1
criticalPathCategory = in -> out
arrival_ns = 74.28
slowest_delay_ns = 0.50

[finish]
seq_area_um2 = 0
syn_to_final_growth_pct = 61.4
clock_buffers = 0
fin_cells = 30300
final_layout_size_suffix_gt1_share_pct = 38.0
seq_cells = 0
fillCellCount = 37600

[synthesis]
yosys_warnings = 1
yosys_area_um2 = 117000
synth_stat.cells = 18200
synth.avg_cell_area_um2 = 6.43
yosys.stat.seqShare_pct = 0
netlist_area_um2 = 117000
synth.distinct_cells = 115
syn_inst = 18200

[sta]
slew_headroom_pct = 0.270
holdWs_ns = 39.54
max_freq_ghz = 0.0107
tns_ns = 0
slew_viol_final = 0
setup_viol = 0
tightest_slew_ns = 1.49
finalHoldViolCount = 0
finalClockPeriodUsage_pct = 97.5
fin_crit_ns = 93.44

[floorplanning]
chipArea_um2 = 392000
fp-row-count = 228
core_util_floorplan_pct = 30.2
die_x_um = 626
ios = 128
dieHeight_um = 626
core_um2 = 387000

[grt]
grt_pass1_vias = 160000
antenna_found_initial = 60
grt_start_max_net_pins = 40
grt.total_usage_pct = 38.2
grt_pass1_wl_mm = 1090
grt_overflow_total = 0

[drt]
wirelength_mm = 771
avgViaCountPerCell = 5.74
num_vias = 174000
post_drt_wl_per_cell_um = 25.4
drt_iter0_markers = 17000
drc_errors = 0
antenna_left = 0
first_pass_iters = 9

[outcome]
violations = capacitance limit
outcome = complete, but fails checks

[flow_run]
warnings = 908
drv_cap = 1

[pwr]
switching_power_w = 0.293
p_leak_nw = 90.0
p_int_w = 0.314
p_sw_share_pct = 48.2
power_density_nw_per_um2 = 3220
ir_drop_mv = 5.30

[clock_network]
cts.hold.buffers_added = 0

[placement]
port_buffers = 128
place_inst = 30000
gp_congestion = 1.11
dpl.hpwl_mm = 629

[worst_hold_path]
worstHoldPathType = in -> out

layout make-up:
| cell class | count | area [µm²] | share of cell area (%) |
|---|---|---|---|
| inverters | 1218 | 4580 | 2.43 |
| diodes | 52 | 130 | 0.0690 |
| multi-input cells | 16000 | 118000 | 62.5 |
| repair buffers | 7808 | 59400 | 31.5 |
| well taps | 5175 | 6470 | 3.44 |
kinds of logic after synthesis:
logic type      count (synthesis)  synth area share [%]
mux                            85                 0.801
buf+inv                      2123                  6.88
compound gates               7874                  44.9
fa+ha+maj                    1925                  21.0
xor+xnor                      565                  4.40
simple gates                 5588                  22.0
worst paths after layout:
path,start,depth (start not counted),slack [ns],end
max,B[3],289,2.36,Result[62]
min,B[0],6,39.54,Result[0]
routing by layer:
layer,share of wire (%),vias up,track usage (%)
li1,-,81900,-
met1,40,81100,49.6
met2,39,8625,54.4
met3,12,1978,11.5
met4,8.6,48,25.5
met5,0.046,-,0.0123
Yosys cell counts (all sizes together), types with 249 or more instances:
cell | instances | area, µm²
nor3 | 478 | 2410
inv | 1215 | 4560
o22ai | 284 | 1780
a21oi | 2135 | 10700
nand2 | 1526 | 5730
a221oi | 254 | 2230
nand3 | 274 | 1370
xnor2 | 383 | 3400
nor2 | 1973 | 7410
nand2b | 281 | 1760
clkbuf | 794 | 2980
a211oi | 249 | 1870
a21o | 499 | 3750
o21ai | 1452 | 7270
o21bai | 439 | 3300
ha | 1862 | 23300
stage by stage:
step / util (%) / instance area [µm²] / worst slack [ns] / power [W]
4_1_cts: 46.4 / 179000 / 0.000625 / 0.547
5_1_grt: 48.7 / 188000 / -0.274 / 0.640
2_1_floorplan: - / 117000 / 0.107 / 0.268
3_5_place_dp: 46.2 / 179000 / -2.40 / 0.540
6_report: 48.8 / 188000 / 2.36 / 0.607
3_3_place_gp: 46.2 / 179000 / -2.50 / 0.543
placed cells by master (no fill, tap or decap), types with 309 or more instances in the layout:
| cell | netlist | final |
|---|---|---|
| xnor2_1 | 379 | 309 |
| nor3_1 | 475 | 405 |
| nand2_1 | 1526 | 1491 |
| a21o_1 | 499 | 496 |
| a21oi_1 | 2135 | 1869 |
| o21ai_0 | 1439 | 1154 |
| inv_1 | 1213 | 1159 |
| ha_1 | 1862 | 1685 |
| buf_4 | 0 | 7636 |
| o21bai_1 | 439 | 415 |
| nor2_1 | 1970 | 1832 |
timing repair:
item,4_1_cts,5_1_grt
endpoints found under the setup margin,15,25
pin swaps,24,532
gates resized,165,1639
buffers inserted,12,213
No activity file was given, so power comes from the tool's default toggle rates.
