### /design/flow/constraint.sdc
current_design WallaceTreeMulti

set clk_period 42.0
set clk_io_pct 0.2

create_clock -name clk0 -period $clk_period

set non_clock_inputs [all_inputs -no_clocks]
set_input_delay [expr $clk_period * $clk_io_pct] -clock clk0 $non_clock_inputs
set_output_delay [expr $clk_period * $clk_io_pct] -clock clk0 [all_outputs]
### /design/flow/config.mk
export PLATFORM = sky130hd
export DESIGN_NAME = WallaceTreeMulti
export DESIGN_NICKNAME = WallaceTreeMulti
export VERILOG_FILES = /design/flow/design.v
export SDC_FILE = /design/flow/constraint.sdc
export NUM_CORES = 4
export LEC_CHECK = 1
export CORE_UTILIZATION = 50
### /design/flow/run.sh
#!/bin/bash
# OpenROAD 26Q1-2900-gdf79404cd8, Yosys 0.63+post, stock flow scripts
make -C /OpenROAD-flow-scripts/flow DESIGN_CONFIG=/design/flow/config.mk WORK_HOME=/design/flow/orfs finish
### /design/flow/design.v
module WallaceTreeMulti(
    input [31:0] A, B,
    output [63:0] Result
);
wire signA, signB;
wire [31:0] absA, absB;
wire [63:0] unsignedProduct;
wire resultSign;
wire [63:0] negProduct;
assign signA = A[31];
assign signB = B[31];
assign resultSign = signA ^ signB;
assign absA = (signA) ? (~A + 1) : A;
assign absB = (signB) ? (~B + 1) : B;
wire [31:0]add_saver[31:0];
genvar i;
generate
    for (i = 0; i < 32; i = i + 1) begin : loop
        AND a (absA, absB[i], add_saver[i]);
    end
endgenerate
wire [63:0]matrix[31:0];
assign matrix[0][31:0] = add_saver[0];
assign matrix[0][63:32] = 0;
generate
    for (i = 1; i < 32; i = i + 1) begin : transform_loop
        assign matrix[i][0+i-1:0] = 0;
        assign matrix[i][31+i:0+i] = add_saver[i];
        assign matrix[i][63:32+i] = 0;
    end
endgenerate
wire [63:0]level_1[21:0];
wire [63:0]level_2[14:0];
wire [63:0]level_3[9:0];
wire [63:0]level_4[6:0];
wire [63:0]level_5[4:0];
wire [63:0]level_6[3:0];
wire [63:0]level_7[2:0];
wire [63:0]level_8[1:0];
wire [63:0]final_level_9;
genvar looper;
generate
    for (looper = 0; looper < 10; looper = looper + 1) begin: level_1_loop
        Adder64bit add(matrix[looper*3],matrix[looper*3 +1],matrix[looper*3+2],
        level_1[looper*2],level_1[looper*2+1]);
    end
endgenerate
assign level_1[20] = matrix[30];
assign level_1[21] = matrix[31];
generate
    for (looper = 0; looper < 7; looper = looper + 1) begin: level_2_loop
        Adder64bit add(level_1[looper*3],level_1[looper*3 +1],level_1[looper*3+2],
        level_2[looper*2],level_2[looper*2+1]);
    end
endgenerate
assign level_2[14] = level_1[21];
generate
    for (looper = 0; looper < 5; looper = looper + 1) begin: level_3_loop
        Adder64bit add(level_2[looper*3],level_2[looper*3 +1],level_2[looper*3+2],
        level_3[looper*2],level_3[looper*2+1]);
    end
endgenerate
generate
    for (looper = 0; looper < 3; looper = looper + 1) begin: level_4_loop
        Adder64bit add(level_3[looper*3],level_3[looper*3 +1],level_3[looper*3+2],
        level_4[looper*2],level_4[looper*2+1]);
    end
endgenerate
assign level_4[6] = level_3[9];
generate
    for (looper = 0; looper < 2; looper = looper + 1) begin: level_5_loop
        Adder64bit add(level_4[looper*3],level_4[looper*3 +1],level_4[looper*3+2],
        level_5[looper*2],level_5[looper*2+1]);
    end
endgenerate
assign level_5[4] = level_4[6];
Adder64bit add_level_6(level_5[0],level_5[1],level_5[2],level_6[0],level_6[1]);
assign level_6[2] = level_5[3];
assign level_6[3] = level_5[4];
Adder64bit add_level_7(level_6[0],level_6[1],level_6[2],level_7[0],level_7[1]);
assign level_7[2] = level_6[3];
Adder64bit add_level_8(level_7[0],level_7[1],level_7[2],level_8[0],level_8[1]);
wire [63:0] not_needed_carry;
Adder64bit final_adder(level_8[0],level_8[1],64'b0,final_level_9,not_needed_carry);
assign unsignedProduct = final_level_9;
assign negProduct = ~unsignedProduct + 1;
assign Result = (resultSign) ? negProduct : unsignedProduct;
endmodule
module AND(a, b, c);
    input [31:0] a;
    input b;
    output [31:0] c;
    genvar i;
    generate
        for (i = 0; i < 32; i = i + 1) begin : and_loop
            assign c[i] = a[i] & b;
        end
    endgenerate
endmodule
module Adder64bit(
    input [63:0] A,B,C,
    output [63:0] Sum,Carry
);
assign Carry[0] = 0;
assign Sum[63] = 0;
assign Sum[62:0]=A ^ B ^ C;
assign Carry[63:1]= ((A&B) | (B&C) | (C&A));
endmodule
==> flow_summary_export.csv <==
group,metric,value,unit
outcome,outcome,"finished, final reports clean",
setup_path,cp_max_fo,12,
final_timing,fin_setup_tns,0,ns
place,io_buffers,128,
yosys,syn-cell-area,32150,um^2
detailed_routing,routedWlPerCell,22.76,um
floorplanning,row_count,92,
place,dp_hpwl,86570,um
floorplanning,fp_util,50.78,%
grt,grt_pass1_wl,164800,um
final_timing,hold_viol,0,
grt,grt_start_max_net_pins,50,
final_timing,worstMarginPinSlew,0.9313,ns
final_timing,min_period,28.26,ns
yosys,xor_share,6.437,%
detailed_routing,drcViolationCount,0,
yosys,mux_share,0.03114,%
job,tool_warnings,34,
yosys,synth_warnings,1,
hold_path,hold_end,"Result[0]",
setup_path,worst_setup_path_start_kind,"input pin",
final_timing,slew_viol_final,0,
cells_and_area,ff_count,0,
setup_path,cp.required,33.60,ns
detailed_routing,first_pass_iters,5,
detailed_routing,drtIter0Drc,1198,
clocking,postCtsSetupBuffers,0,
yosys,topCellsByArea,"fa_1, inv_1, nor2_1, ha_1, nand2_1",
yosys,aoi_share,2.394,%
yosys,syn-mean-instance-area,8.617,um^2
clocking,postCtsHoldBufs,0,
hold_path,hold_depth,4,
clocking,cts_resized,0,
floorplanning,io_pins,128,
yosys,yosys-stat-cells,3731,
grt,grt_pass1_vias,27089,
setup_path,slowest_delay,0.86,ns
final_timing,layout_setup_ws,13.74,ns
yosys,top_area_share,56.48,%
final_timing,rsz0062_at_grt,"false",
job,cap_violations,0,
final_timing,finalSetupViolCount,0,
cells_and_area,seq_area,0,um^2
setup_path,cpMostUsedCell,"fa_1",
setup_path,critical_path_class,"input pin to primary output",
place,gp_congestion,0.9936,
cells_and_area,layout.cells.most_common,"inv_1",
yosys,yosys.area.top_type,"fa_1",
yosys,synthAdderAreaFrac,62.79,%
detailed_routing,post_drt_via_cell_ratio,5.373,
floorplanning,floorplan.core_area,63310,um^2
hold_path,hold_start,"B[0]",
grt,antenna_found_initial,1,
yosys,ys_seq_share,0,%
cells_and_area,syn2layout_area_growth,9.352,%
yosys,synth_cell_type_count,53,
hold_path,min_path_type,"input pin to primary output",
yosys,ys_area,32150,um^2
cells_and_area,layout-drive-gt1-share,5.182,%
final_timing,max_freq,35.38,MHz
grt,grt_overflow,0,
cells_and_area,nClkBuffers,0,
yosys,ys_sh_simple,14.84,%
setup_path,arrival,19.86,ns
floorplanning,die_h,255.6,um
setup_path,endpoint_kind,"primary output",
place,place_ws,14.20,ns
detailed_routing,finalWirelength,106300,um
cells_and_area,post-route-util,55.53,%
grt,grt_use_total,37.25,%
final_timing,max-slew-margin-rel,37.34,%
yosys,syn-instance-count,3731,
final_timing,fin_crit_sh,67.30,%
detailed_routing,ant_nets,0,
yosys,synthTopLogicFamily,"adder cells",
detailed_routing,vias,25083,
floorplanning,die_w,255.6,um
setup_path,slowest_stage,"nor4_1",
cells_and_area,lay_top_cells,"inv_1, fa_1, nor2_1, nand2_1, ha_1",
floorplanning,dieArea,65310,um^2
## worst max-delay path by stage
| stage | start | end | slack [ns] | depth (start not counted) |
|---|---|---|---|---|
| 4_1_cts | A[8] | Result[60] | 14.14 | 29 |
| 5_1_grt | A[8] | Result[60] | 13.26 | 29 |
| 6_report | A[8] | Result[60] | 13.74 | 29 |
## cells by family after synthesis
group | count (synthesis)
adder cells (fa/ha/maj) | 1069
XOR/XNOR | 232
multiplexers | 1
buffers and inverters | 1143
AND/OR/NAND/NOR | 1183
AND-OR/OR-AND | 103
## cell usage after synthesis, drive strengths merged, types with 6 or more instances
cell type	number
a21oi	20
nand2	426
and3	11
inv	971
fa	907
or4	15
o31ai	22
clkbuf	141
buf	30
nor4	16
o41ai	15
nand2b	17
a31oi	12
xor2	103
xnor2	129
o21ai	23
ha	162
nor2	639
or3	14
nand3	6
nor3	12
## worst max-delay path, delay by kind of cell
family / cells / cell delay, ns
simple gates: 7 / 4.33
fa+ha+maj: 8 / 3.43
buf+inv: 9 / 1.73
xor+xnor: 3 / 1.26
compound gates: 2 / 0.70
## area by class of cell
cell class                 count  area [um^2]
tap                          846         1059
multi-input combinational   2588        28170
fill                        5903        28160
timing repair buffer         261         2275
antenna                        1        2.502
inverter                     972         3649
## metrics by stage
step,instance area (um^2),instances,hold slack [ns]
final,35160,4668,17.97
after global routing,35160,4668,18.00
after CTS,35150,4667,17.95
after detailed placement,35150,4667,17.94
after global placement,35150,4667,17.94
after floorplan,32150,3731,16.90
## per-layer routing
layer	share of wire, %	routed length (um)	GRT usage [%]	vias to the layer above
met5	0	0	0	-
met4	5.0	5300	13.26	0
met3	15	15880	20.88	258
met2	46	48810	53.99	1345
met1	34	36260	49.36	12770
li1	-	-	-	10710
