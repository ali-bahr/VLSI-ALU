**/design/flow/design.v**
```verilog
module sequential_multiplier (
    input wire [31:0] a, 
    input wire [31:0] b, 
    output reg [63:0] product
);
    reg [63:0] acc;
    reg [63:0] temp_b;
    integer i;        
    always @(*) begin
        acc = 64'b0; 
        temp_b = { {32{b[31]}}, b };  
        for (i = 0; i < 32; i = i + 1) begin
            if (a[i] == 1'b1) begin
                if (i == 31 && a[i] == 1'b1) 
                    acc = acc - (temp_b << i);  
                else
                    acc = acc + (temp_b << i);  
            end
        end
    end
    always @(*) begin
        product = acc;
    end
endmodule
```
**/design/flow/constraint.sdc**
```tcl
current_design sequential_multiplier

set clk_period 132.6
set clk_io_pct 0.2

create_clock -name clk0 -period $clk_period

set non_clock_inputs [all_inputs -no_clocks]
set_input_delay [expr $clk_period * $clk_io_pct] -clock clk0 $non_clock_inputs
set_output_delay [expr $clk_period * $clk_io_pct] -clock clk0 [all_outputs]
```
**/design/flow/run.sh**
```bash
#!/bin/bash
# OpenROAD 26Q1-2900-gdf79404cd8, Yosys 0.63+post, stock flow scripts
make -C /OpenROAD-flow-scripts/flow DESIGN_CONFIG=/design/flow/config.mk WORK_HOME=/design/flow/orfs finish
```
**/design/flow/config.mk**
```make
export PLATFORM = sky130hd
export DESIGN_NAME = sequential_multiplier
export DESIGN_NICKNAME = sequential_multiplier
export VERILOG_FILES = /design/flow/design.v
export SDC_FILE = /design/flow/constraint.sdc
export NUM_CORES = 4
export LEC_CHECK = 1
export CORE_UTILIZATION = 50
```
==> run notes <==
yosys + openroad results -> PortBufs 128, PostCTS Resize Cnt 0, Via-to-Cell Ratio 6.50, Switching Share 0.542, Power per Cell Area 1110 nW/um2, cell mode on critical path ha_1, initial antenna violation count 27, Max IR drop VDD 4.23 mV, I/O pin count 128, share of cells above drive strength 1 0.0602, Pleak 45.6 nW, Yosys chip area 93300 um2, Final Core Density 0.527, Register Area 0 um2, hpwl dp 325 mm, final max-slew violation count 0, die height 434 um, Critical Path Max Stage Delay 810 ps, drt first pass iters 8, outcome complete, no violations, Achievable Freq 0.00938 GHz, DRT antenna net count 0, setup TNS 0 ps, DRC 0, # Cells Yosys 14100, final RePlAce weighted congestion 1.08, hold_buf cts 0, hold endpoint product[0], Die ar. 188000 um2, Routed WL 396 mm, synthesized instance count 14100, final setup fails 0, global-route wire length before repair 590 mm, # fillers 18200, CP max stage cell a31oi_1, hold crit path type in -> out, Data required, critical path 106080 ps, Area Growth Syn to Fin 4.73%, Slew headroom 0.187, final worst setup slack 25970 ps, GRT Util Overall 0.412, Hold Path Depth 3, Startpoint Class input pin, FP Rows 158, Setup crit end kind output port, Internal 49.6 mW, Crit Path Max Fanout 35, Die Wd 434 um, dpl ws 27190 ps, Post-synth seq share 0, hold path start b[0], Worst Path Arrival 80110 ps, vias in the first global route 96100, CP Class in -> out, count of tool warnings 37, via count 107000, Initial DRC Count 10200, crit path time final 106630 ps, Worst-Margin Slew 1210 ps, synth unique cells 111, Tcrit/Tclk final 0.804, clkbuf count 0, Post-Syn Area 93300 um2, core area 185000 um2, number of hold violations in the final report 0, Total Power 108 mW, largest net degree at the start of global routing 80, max-cap viol count 0, total global routing overflow 0, YS warnings 1, average size of a mapped cell 6.61 um2, Routed wire per std cell 24.0 um, setup bufs post-CTS 0, unrepaired setup endpoints after global routing no, flop count 0, fp_density 0.503, sw power 58.8 mW
cell usage after synthesis (131+ instances only):
master    count  share of area
nand2_1    1517          0.061
a21oi_1    1482          0.080
ha_1       1431           0.19
nor2_1     1236          0.050
o21ai_0    1036          0.056
xnor2_1     756          0.071
a21o_1      751          0.060
inv_1       734          0.030
xor2_1      384          0.036
clkbuf_1    380          0.015
o21a_1      322          0.026
nand3_1     303          0.016
nor3_1      287          0.015
mux2_2      245          0.030
o21bai_1    231          0.019
nand2b_1    219          0.015
a31oi_1     211          0.014
nor2b_1     167          0.011
a211oi_1    157          0.013
and2_1      146         0.0098
o31ai_1     139          0.011
nand4_1     137         0.0092
and3_1      131         0.0088
how the worst max path moves through the flow:
stage                 end  cells after the start  start  slack [ps]
CTS           product[63]                    235   a[0]       26880
global route  product[63]                    237   a[0]       22480
finish        product[63]                    222   a[0]       25970
worst max-delay path, delay by kind of cell:
kind | cells | cell delay [ps]
buffers and inverters | 7 | 1680
muxes | 5 | 1640
xor gates and xnor gates | 26 | 4660
AOI/OAI and AO/OA | 92 | 24130
adders and majority gates | 32 | 11680
and+or+nand+nor | 60 | 9690
layout by cell type, fill, tap and decap left out, types with 65 or more instances in the layout:
cell type | Yosys | final
mux2i_1 | 101 | 101
clkdlybuf4s50_1 | 0 | 65
a211oi_1 | 157 | 157
a21o_1 | 751 | 751
a31oi_1 | 211 | 211
or2_2 | 82 | 82
inv_1 | 734 | 729
o21ai_0 | 1036 | 1036
nand2b_1 | 219 | 219
xor2_1 | 384 | 384
o21bai_1 | 231 | 231
and3_1 | 131 | 131
buf_4 | 0 | 271
nand3_1 | 303 | 303
o211ai_1 | 111 | 111
nor2b_1 | 167 | 167
nor2_1 | 1236 | 1235
or3_1 | 130 | 130
o21a_1 | 322 | 322
and2_1 | 146 | 146
a21oi_1 | 1482 | 1482
nand2_1 | 1517 | 1517
xnor2_1 | 756 | 756
nand4_1 | 137 | 137
ha_1 | 1431 | 1431
mux2_2 | 245 | 245
a21boi_0 | 81 | 81
o31ai_1 | 139 | 138
nor3_1 | 287 | 286
metal layers:
| layer | wire (um) | part of all wire | up-vias | GRT usage |
|---|---|---|---|---|
| met3 | 44400 | 0.11 | 746 | 0.102 |
| met1 | 173000 | 0.44 | 49300 | 0.582 |
| met4 | 21300 | 0.054 | 22 | 0.180 |
| li1 | - | - | 52200 | - |
| met2 | 157000 | 0.40 | 5106 | 0.586 |
| met5 | 218 | 0.00055 | - | 0.00338 |
cells by family after synthesis:
| group | Yosys count | share of synthesized area |
|---|---|---|
| AND-OR/OR-AND | 5419 | 0.380 |
| AND/OR/NAND/NOR | 4517 | 0.224 |
| adder cells (fa/ha/maj) | 1462 | 0.199 |
| buffers and inverters | 1214 | 0.0489 |
| XOR/XNOR | 1142 | 0.108 |
| multiplexers | 348 | 0.0408 |
per-stage QoR:
stage                     instances  area, um2  hold slack (ps)
final                         16500      97700            53730
after CTS                     16500      97600            53740
after detailed placement      16500      97600            53740
after global placement        16500      97600            53740
after floorplan               14100      93300            53120
after global routing          16500      97600            53770
area by class of cell:
| class | instances | area, um2 | share of cell area |
|---|---|---|---|
| multi-input combinational | 12900 | 88700 | 0.908 |
| tap | 2480 | 3100 | 0.0318 |
| timing repair buffer | 398 | 3020 | 0.0309 |
| inverter | 745 | 2800 | 0.0286 |
| antenna | 13 | 32.5 | 0.000333 |
Power and IR drop assume default switching activity.
